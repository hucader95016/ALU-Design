<file path="flow/run.sh">
#!/bin/bash
# OpenROAD 26Q1-2900-gdf79404cd8, Yosys 0.63+post, stock flow scripts
make -C /OpenROAD-flow-scripts/flow DESIGN_CONFIG=/design/flow/config.mk WORK_HOME=/design/flow/orfs finish
</file>
<file path="flow/config.mk">
export PLATFORM = sky130hd
export DESIGN_NAME = MUX
export DESIGN_NICKNAME = MUX
export VERILOG_FILES = /design/flow/design.v
export SDC_FILE = /design/flow/constraint.sdc
export NUM_CORES = 4
export LEC_CHECK = 1
export CORE_AREA = 10 10 97 97
export DIE_AREA = 0 0 107 107
</file>
<file path="flow/constraint.sdc">
current_design MUX

set clk_period 11.6
set clk_io_pct 0.2

create_clock -name clk0 -period $clk_period

set non_clock_inputs [all_inputs -no_clocks]
set_input_delay [expr $clk_period * $clk_io_pct] -clock clk0 $non_clock_inputs
set_output_delay [expr $clk_period * $clk_io_pct] -clock clk0 [all_outputs]
</file>
<file path="flow/design.v">
`timescale 1ns/1ns
module MUX( signal, ALU, Hi, Low, Shifter, dataOut );
  input[5:0] signal ;
  input[31:0] ALU, Hi, Low, Shifter ; 
  output[31:0] dataOut ;
  assign dataOut = (signal == 6'b010000 )?(Hi):
                   (signal == 6'b010010 )?(Low):
                   (signal == 6'b000010 )?(Shifter):(ALU) ;
endmodule 
</file>
==> metrics.cfg <==
[status]
outcome = finished, final reports clean

[sta]
tns_ns = 0
finalSetupViolCount = 0
min_period_ns = 6.63
slew_headroom = 0.573
worst_pin_slew_ns = 0.640
rsz0062_at_grt = no
period_used_share = 0.572
max_freq_mhz = 151
hold_viol = 0
drv_slew = 0

[drt]
drt-vias-per-instance = 4.91
wl_um = 8000
drt_pre_antenna_iters = 4
vias = 2278
drc_errors = 0
routedWlPerCell_um = 17.2
ant_nets = 0
drt_iter0_drc = 82
n_antenna_cell = 0

[worst_hold_path]
min_from = signal[1]
min_to = dataOut[24]
holdCritPathClass = primary input to output pin
hold_depth = 4

[placement]
dp_hpwl_um = 6250
finalWeightedCongestion = 0.812
io_buffers = 166
placed_area_um2 = 3230

[synthesis]
syn_area_um2 = 1610
yosys.area.top_type_share = 0.217
yosys_area_um2 = 1610
yosysSeqAreaShare = 0
syn_inst = 225
synth_top_cell_by_area = o211ai_2
synth_warnings = 0
ys_cells = 225
synth.distinct_cells = 13
synthTopCellsByArea = o211ai_2 22%, o2111ai_1 17%, a31oi_1 12%
synth.avg_cell_area_um2 = 7.16

[grt]
overflow = 0
track_usage = 0.130
grt_pass1_vias = 2278
grt_antenna_before_repair = 0
grt_max_degree = 71
grt_pass1_wl_um = 12400

[die]
die_area_um2 = 11400
die_w_um = 107
die_h_um = 107
rows = 31
initCoreUtil = 0.221
io_pins = 166
core_region_area_um2 = 7290

[clock_network]
postCtsSetupBuffers = 0
cts_resized = 0
postCtsHoldBufs = 0

[power]
power.leakage_nw = 1.12
powerDensity_nw_per_um2 = 31.9
vdd.ir_drop.worst_v = 0.0000117

[setup_path]
cp_slowest_cell = clkdlybuf4s50_1
cp_cell_sequence = clkdlybuf4s50_1 -> nor4_4 -> buf_4 -> a31oi_1 -> o211ai_2 -> clkdlybuf4s50_1
critical_path.startpoint = signal[5]
crit_path_start_kind = primary input
crit_path_end_kind = output pin
arrival_ns = 4.31
crit_fanout = 35
critical_path_class = primary input to output pin
required_ns = 9.28
slowest_delay_ns = 0.50
cp_common_cell = clkdlybuf4s50_1

[final_layout]
seq_area_um2 = 0
fin_area_um2 = 3230
flop-count = 0
drive_gt1_frac = 0.0986
final_util = 0.443
area_growth_pct = 100
clkbuf_count = 0

[run]
cap_violations = 0
warnings = 32

routing by layer:
metal | up-vias | wire length [µm] | GRT usage | part of all wire
li1 | 1156 | - | - | -
met1 | 1023 | 3590 | 0.172 | 0.45
met2 | 97 | 3730 | 0.215 | 0.47
met3 | 2 | 660 | 0.0376 | 0.083
met4 | 0 | 18 | 0.00290 | 0.0023
met5 | - | 0 | 0 | 0
cells by family (layout without fill, tap and decap cells):
family	after synthesis	in the layout	synth area share
compound gates	96	96	0.534
buf+inv	31	171	0.124
simple gates	98	98	0.342
placed cells by master, fill, tap and decap left out, drive strengths merged:
cell type	instances
o2111ai	32
nor2b	31
clkdlybuf4s50	164
nand2	32
buf	7
o211ai	32
a31oi	32
or4	1
nand2b	32
nor4	1
and2b	1
final cells by class:
class	count	area, µm²
well taps	99	124
repair buffers	171	1690
fillers	754	4070
multi-input cells	194	1410
power by group:
part           total, mW  internal (mW)  leakage [nW]  switching (mW)
combinational      0.103         0.0694          1.12          0.0335
sequential             0              0             0               0
clock                  0              0             0               0
total              0.103         0.0694          1.12          0.0335
how the worst max path moves through the flow:
stage                          to  slack, ns
after CTS              dataOut[6]       4.97
after global routing  dataOut[30]       4.80
final                 dataOut[30]       4.97
worst max-delay path, delay by kind of cell:
family / cells / cell delay, ns
AND-OR/OR-AND: 2 / 0.33
buffers and inverters: 3 / 1.34
AND/OR/NAND/NOR: 1 / 0.30
Yosys cell counts:
library cell,number
a31oi_1,32
nand2_1,32
nand2b_1,32
o2111ai_1,32
nor2b_1,31
o211ai_2,28
buf_2,13
buf_6,9
clkbuf_1,9
o211ai_1,4
and2b_1,1
nor4_4,1
or4_1,1
stage by stage:
step | power (mW) | hold slack, ns | setup slack (ns) | instances
floorplan | 0.0372 | 4.72 | 6.00 | 225
global placement | 0.103 | 5.52 | 4.97 | 464
detailed placement | 0.104 | 5.53 | 4.97 | 464
CTS | 0.104 | 5.52 | 4.97 | 464
global route | 0.112 | 5.57 | 4.80 | 464
finish | 0.103 | 5.52 | 4.97 | 464
No activity file was given, so power comes from the tool's default toggle rates.
