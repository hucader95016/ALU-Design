File: design.v
`timescale 1ns/1ns
module ALU_1bit( a, b, c, cout, signal, out, less, set ) ;
input a, b, c, less ;
input [2:0] signal ;
output cout, out, set ;
wire bt ;
wire [3:0] temp ;
assign temp[0] = a & b ;
assign temp[1] = a | b ;
assign bt = b ^ signal[2] ;
FA U_FA ( a, bt, c, cout, temp[2] ) ;
assign set = temp[2] ;
assign temp[3] = less ;
assign out = ( signal[2] )?( (signal[0])?(temp[3]):(temp[2]) ):( (signal[1])?(temp[2]):( (signal[0])?(temp[1]):(temp[0]) ) ) ;
endmodule
`timescale 1ns/1ns
module ALU_32bits( a, b, inSignal, dataOut ) ;
  input [31:0] a, b ;
  input [5:0] inSignal ;
  output [31:0] dataOut ;  
  wire [31:0] out ;
  wire [31:0] cout ;
  wire less_set, cin ;
  wire [2:0] signal ;
  wire signalSlt ;
  assign signal = (inSignal == 6'b100100)?(3'b000):
                  (inSignal == 6'b100101)?(3'b001):
                  (inSignal == 6'b100000)?(3'b010):
                  (inSignal == 6'b100010)?(3'b110):(3'b111);
  assign cin = (signal==3'b110)?(1):(0) ;
  ALU_1bit alu1( .a(a[0]), .b(b[0]), .out(out[0]), .signal(signal), .c(cin), .cout(cout[0]), .less(less_set), .set() ) ;
  ALU_1bit alu2( .a(a[1]), .b(b[1]), .out(out[1]), .signal(signal), .c(cout[0]), .cout(cout[1]), .less(1'b0), .set() ) ;
  ALU_1bit alu3( .a(a[2]), .b(b[2]), .out(out[2]), .signal(signal), .c(cout[1]), .cout(cout[2]), .less(1'b0), .set() ) ;
  ALU_1bit alu4( .a(a[3]), .b(b[3]), .out(out[3]), .signal(signal), .c(cout[2]), .cout(cout[3]), .less(1'b0), .set() ) ;
  ALU_1bit alu5( .a(a[4]), .b(b[4]), .out(out[4]), .signal(signal), .c(cout[3]), .cout(cout[4]), .less(1'b0), .set() ) ;
  ALU_1bit alu6( .a(a[5]), .b(b[5]), .out(out[5]), .signal(signal), .c(cout[4]), .cout(cout[5]), .less(1'b0), .set() ) ;
  ALU_1bit alu7( .a(a[6]), .b(b[6]), .out(out[6]), .signal(signal), .c(cout[5]), .cout(cout[6]), .less(1'b0), .set() ) ;
  ALU_1bit alu8( .a(a[7]), .b(b[7]), .out(out[7]), .signal(signal), .c(cout[6]), .cout(cout[7]), .less(1'b0), .set() ) ;
  ALU_1bit alu9( .a(a[8]), .b(b[8]), .out(out[8]), .signal(signal), .c(cout[7]), .cout(cout[8]), .less(1'b0), .set() ) ;
  ALU_1bit alu10( .a(a[9]), .b(b[9]), .out(out[9]), .signal(signal), .c(cout[8]), .cout(cout[9]), .less(1'b0), .set() ) ;
  ALU_1bit alu11( .a(a[10]), .b(b[10]), .out(out[10]), .signal(signal), .c(cout[9]), .cout(cout[10]), .less(1'b0), .set() ) ;
  ALU_1bit alu12( .a(a[11]), .b(b[11]), .out(out[11]), .signal(signal), .c(cout[10]), .cout(cout[11]), .less(1'b0), .set() ) ;
  ALU_1bit alu13( .a(a[12]), .b(b[12]), .out(out[12]), .signal(signal), .c(cout[11]), .cout(cout[12]), .less(1'b0), .set() ) ;
  ALU_1bit alu14( .a(a[13]), .b(b[13]), .out(out[13]), .signal(signal), .c(cout[12]), .cout(cout[13]), .less(1'b0), .set() ) ;
  ALU_1bit alu15( .a(a[14]), .b(b[14]), .out(out[14]), .signal(signal), .c(cout[13]), .cout(cout[14]), .less(1'b0), .set() ) ;
  ALU_1bit alu16( .a(a[15]), .b(b[15]), .out(out[15]), .signal(signal), .c(cout[14]), .cout(cout[15]), .less(1'b0), .set() ) ;
  ALU_1bit alu17( .a(a[16]), .b(b[16]), .out(out[16]), .signal(signal), .c(cout[15]), .cout(cout[16]), .less(1'b0), .set() ) ;
  ALU_1bit alu18( .a(a[17]), .b(b[17]), .out(out[17]), .signal(signal), .c(cout[16]), .cout(cout[17]), .less(1'b0), .set() ) ;
  ALU_1bit alu19( .a(a[18]), .b(b[18]), .out(out[18]), .signal(signal), .c(cout[17]), .cout(cout[18]), .less(1'b0), .set() ) ;
  ALU_1bit alu20( .a(a[19]), .b(b[19]), .out(out[19]), .signal(signal), .c(cout[18]), .cout(cout[19]), .less(1'b0), .set() ) ;
  ALU_1bit alu21( .a(a[20]), .b(b[20]), .out(out[20]), .signal(signal), .c(cout[19]), .cout(cout[20]), .less(1'b0), .set() ) ;
  ALU_1bit alu22( .a(a[21]), .b(b[21]), .out(out[21]), .signal(signal), .c(cout[20]), .cout(cout[21]), .less(1'b0), .set() ) ;
  ALU_1bit alu23( .a(a[22]), .b(b[22]), .out(out[22]), .signal(signal), .c(cout[21]), .cout(cout[22]), .less(1'b0), .set() ) ;
  ALU_1bit alu24( .a(a[23]), .b(b[23]), .out(out[23]), .signal(signal), .c(cout[22]), .cout(cout[23]), .less(1'b0), .set() ) ;
  ALU_1bit alu25( .a(a[24]), .b(b[24]), .out(out[24]), .signal(signal), .c(cout[23]), .cout(cout[24]), .less(1'b0), .set() ) ;
  ALU_1bit alu26( .a(a[25]), .b(b[25]), .out(out[25]), .signal(signal), .c(cout[24]), .cout(cout[25]), .less(1'b0), .set() ) ;
  ALU_1bit alu27( .a(a[26]), .b(b[26]), .out(out[26]), .signal(signal), .c(cout[25]), .cout(cout[26]), .less(1'b0), .set() ) ;
  ALU_1bit alu28( .a(a[27]), .b(b[27]), .out(out[27]), .signal(signal), .c(cout[26]), .cout(cout[27]), .less(1'b0), .set() ) ;
  ALU_1bit alu29( .a(a[28]), .b(b[28]), .out(out[28]), .signal(signal), .c(cout[27]), .cout(cout[28]), .less(1'b0), .set() ) ;
  ALU_1bit alu30( .a(a[29]), .b(b[29]), .out(out[29]), .signal(signal), .c(cout[28]), .cout(cout[29]), .less(1'b0), .set() ) ;
  ALU_1bit alu31( .a(a[30]), .b(b[30]), .out(out[30]), .signal(signal), .c(cout[29]), .cout(cout[30]), .less(1'b0), .set() ) ;
  ALU_1bit alu32( .a(a[31]), .b(b[31]), .out(out[31]), .signal(signal), .c(cout[30]), .cout(cout[31]), .less(1'b0), .set(less_set) ) ;
  assign dataOut = (a==b)?(32'd0):(out) ;
endmodule 
`timescale 1ns/1ns
module FA(a, b, c, cout, sum);
    input a, b, c;
    output cout, sum;
    wire   e1, e2, e3;
    xor (e1, a, b);
    and (e2, a, b);
    and (e3, e1, c);
    or	(cout,e2, e3);
    xor  (sum, e1, c);
endmodule
File: run.sh
#!/bin/bash
# OpenROAD 26Q1-2900-gdf79404cd8, Yosys 0.63+post, stock flow scripts
make -C /OpenROAD-flow-scripts/flow DESIGN_CONFIG=/design/flow/config.mk WORK_HOME=/design/flow/orfs finish
File: config.mk
export PLATFORM = sky130hd
export DESIGN_NAME = ALU_32bits
export DESIGN_NICKNAME = ALU_32bits
export VERILOG_FILES = /design/flow/design.v
export SDC_FILE = /design/flow/constraint.sdc
export NUM_CORES = 4
export LEC_CHECK = 1
export CORE_UTILIZATION = 50
File: constraint.sdc
current_design ALU_32bits

set clk_period 35.0
set clk_io_pct 0.2

create_clock -name clk0 -period $clk_period

set non_clock_inputs [all_inputs -no_clocks]
set_input_delay [expr $clk_period * $clk_io_pct] -clock clk0 $non_clock_inputs
set_output_delay [expr $clk_period * $clk_io_pct] -clock clk0 [all_outputs]
==> reports/results.tsv <==
stage	metric	value	unit
worst_setup_path	arrival	23.23	ns
power	ir_drop	0.00595	mV
routing	detailedRoute.firstIterationViolations	77	
global_routing	grt_use_met1	34.8	%
floorplan	die_y	78.8	um
min_path	hp-class	input pin to primary output	
floorplan	placement_rows	27	
routing	vias	2630	
placed_design	port-buffer-count	102	
power	share_comb_of_total_power	100.0	%
power	power_switching_share	46.5	%
global_routing	initial_antenna_violation_count	0	
power	power_report.internal_total	0.0000217	W
power	total_leakage_power	1.88	nW
routing	drtAntennaViolNets	0	
cells_and_area	fill_count	477	
clock_network	cts-hold-fix-buffers	0	
worst_setup_path	critical_path.max_stage_delay	0.47	ns
cells_and_area	seq_area	0	sq um
clock_network	ctsResizeCount	0	
routing	route.detailed.wl_per_inst	13.0	um
global_routing	grt_pass1_wl	11.2	mm
timing	setup_viol_count_final	0	
synthesis	synth_cell_types	27	
timing	worst_case_headroom_to_the_max_slew_limit	39.7	%
global_routing	globalRoute.busiestLayer	met2	
power	cellPowerDensity	10.2	nW/um^2
global_routing	first_global_vias	2489	
global_routing	global_route.overflow_total	0	
routing	drt_first_pass_iters	4	
routing	post_drt_via_cell_ratio	5.02	
cells_and_area	final_util	70.8	%
floorplan	chip_area	6200	sq um
global_routing	grt_max_degree	54	
synthesis	synth.yosys.seq_area_share	0	%
floorplan	die_w	78.8	um
worst_setup_path	master_of_the_slowest_instance_on_the_critical_path	sky130_fd_sc_hd__buf_4	
job	log.warning_count	65	
worst_setup_path	crit_path_max_fanout	53	
synthesis	mappedNetlistArea	2950	sq um
timing	layout_worst_path_cycle_share	86.4	%
floorplan	top_level_port_count	102	
routing	insertedDiodeCount	0	
placed_design	gp_routability_congestion	0.877	
timing	final-hold-violation-count	0	
synthesis	yosys.cell_count.top_type	sky130_fd_sc_hd__inv_1	
worst_setup_path	timing.critical_path.to	dataOut[31]	
cells_and_area	final-comb-area	2580	sq um
clock_network	post_cts_buffers	0	
placed_design	dp_hpwl	5.40	mm
cells_and_area	final_cell_area	3970	sq um
timing	slew_viol_final	0	
cells_and_area	drive_above_1_share	2.65	%
worst_setup_path	crit_required	28.00	ns
placed_design	place_area	3970	sq um
routing	routed_wirelength	6.83	mm
worst_setup_path	cp-startpoint	inSignal[0]	
worst_setup_path	critical_path.startpoint_type	input pin	
timing	finalSetupTns	0	ns
power	pwr-share-clk	0	%
routing	drcViolationCount	0	
power	power.switching	0.0000189	W
power	power_frac_seq	0	%
timing	rsz0062_at_grt	false	
synthesis	synth_top_area_share	27.2	%
timing	layout_min_cycle_time	30.23	ns
synthesis	post_synth.cell_area_avg	8.07	sq um
synthesis	syn_inst	365	
synthesis	synthDominantAreaCellType	sky130_fd_sc_hd__ha_1	
worst_setup_path	crit_path_frequent_cell	sky130_fd_sc_hd__fa_1	
outcome	status	completed	
cells_and_area	layout.clock_buffers	0	
timing	maxClockFrequency	0.0331	GHz
synthesis	top_cells_by_area	sky130_fd_sc_hd__ha_1, sky130_fd_sc_hd__fa_1, sky130_fd_sc_hd__xnor2_1	
global_routing	grt_util_all_layers	23.1	%
cells_and_area	nFlopsAndLatches	0	
floorplan	floorplanUtilization	52.5	%
synthesis	synth_chip_area	2950	sq um
synthesis	ys_cells	365	
cells_and_area	area.growth.synth_to_final	34.8	%
synthesis	synth_warnings	0	
timing	tightest_slew	0.904	ns
global_routing	groute.layer.met2.usage	38.1	%
worst_setup_path	critPathCaptureType	primary output	
job	drv.max_cap_violation_count	0	
global_routing	grt_util_met3	3.15	%
synthesis	top_cells_by_count	sky130_fd_sc_hd__inv_1, sky130_fd_sc_hd__ha_1, sky130_fd_sc_hd__nor2_1	
worst_setup_path	critPathKind	input pin to primary output	
floorplan	core_region_area	5610	sq um
[power by group through the flow]
stage         registers (W)  clock network (W)  logic [W]
CTS                       0                  0  0.0000411
global route              0                  0  0.0000463
finish                    0                  0  0.0000406
[cell usage in the layout, fill, tap and decap left out, drive strengths merged, types with 6 or more instances in the layout]
master | synthesis | final
a21oi | 19 | 19
a22oi | 31 | 31
buf | 17 | 6
clkdlybuf4s50 | 0 | 101
fa | 31 | 31
ha | 64 | 64
inv | 66 | 66
nand2b | 15 | 15
nor2 | 50 | 50
nor4 | 10 | 10
o21ai | 15 | 15
xnor2 | 32 | 32
[worst min path at each step]
stage / depth (start not counted) / end / slack [ns] / start
4_1_cts: 7 / dataOut[27] / 15.17 / inSignal[0]
5_1_grt: 7 / dataOut[23] / 15.24 / inSignal[0]
6_report: 7 / dataOut[6] / 15.17 / inSignal[0]
[kinds of logic (layout without fill, tap and decap cells)]
logic type	count (synthesis)	count (layout)	share of synthesized area (%)
muxes	1	1	0.340
adders and majority gates	95	95	48.2
AOI/OAI and AO/OA	66	66	14.1
xor gates and xnor gates	33	33	10.3
and+or+nand+nor	84	84	14.1
buffers and inverters	86	173	13.0
[worst max-delay path: cells and delay by family]
kind,cells,cell delay [ns]
adders and majority gates,31,13.19
buffers and inverters,5,1.84
xor gates and xnor gates,3,0.72
AOI/OAI and AO/OA,2,0.31
and+or+nand+nor,1,0.12
[stage by stage]
step / power (W) / setup WS (ns) / hold slack, ns / std cells
floorplan: 0.0000228 / 6.47 / 14.16 / 365
global placement: 0.0000405 / 4.78 / 15.16 / 524
detailed placement: 0.0000408 / 4.67 / 15.17 / 524
CTS: 0.0000411 / 4.63 / 15.17 / 524
global route: 0.0000463 / 3.93 / 15.24 / 524
finish: 0.0000406 / 4.77 / 15.17 / 524
[per-layer routing]
| layer | vias to the layer above | part of all wire [%] | wire length [um] |
|---|---|---|---|
| met5 | - | 0 | 0 |
| met4 | 0 | 0.50 | 34 |
| met3 | 4 | 5.1 | 349 |
| met2 | 74 | 46 | 3130 |
| met1 | 1199 | 49 | 3310 |
| li1 | 1353 | - | - |
[layout make-up]
type,count,share of cell area (%)
tap,72,2.27
inverter,66,6.24
multi-input combinational,279,65.0
timing repair buffer,107,26.5
No activity file was given, so power comes from the tool's default toggle rates.
