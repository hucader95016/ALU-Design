==> flow/design.v <==
`timescale 1ns/1ns
module barrel_shifter_8bit (a, inputShamt, out);
  input  [31:0] a;
  input [31:0] inputShamt;
  output [31:0] out;
  wire [4:0] shamt ;
  wire [31:0] temp1, temp2, temp3, temp4 ;
  assign shamt = inputShamt[4:0] ;
mux2X1  ins_31 (.in0(a[31]),.in1(1'b0),.sel(shamt[0]),.out(temp1[31]));
mux2X1  ins_30 (.in0(a[30]),.in1(a[31]),.sel(shamt[0]),.out(temp1[30]));
mux2X1  ins_29 (.in0(a[29]),.in1(a[30]),.sel(shamt[0]),.out(temp1[29]));
mux2X1  ins_28 (.in0(a[28]),.in1(a[29]),.sel(shamt[0]),.out(temp1[28]));
mux2X1  ins_27 (.in0(a[27]),.in1(a[28]),.sel(shamt[0]),.out(temp1[27]));
mux2X1  ins_26 (.in0(a[26]),.in1(a[27]),.sel(shamt[0]),.out(temp1[26]));
mux2X1  ins_25 (.in0(a[25]),.in1(a[26]),.sel(shamt[0]),.out(temp1[25]));
mux2X1  ins_24 (.in0(a[24]),.in1(a[25]),.sel(shamt[0]),.out(temp1[24]));
mux2X1  ins_23 (.in0(a[23]),.in1(a[24]),.sel(shamt[0]),.out(temp1[23]));
mux2X1  ins_22 (.in0(a[22]),.in1(a[23]),.sel(shamt[0]),.out(temp1[22]));
mux2X1  ins_21 (.in0(a[21]),.in1(a[22]),.sel(shamt[0]),.out(temp1[21]));
mux2X1  ins_20 (.in0(a[20]),.in1(a[21]),.sel(shamt[0]),.out(temp1[20]));
mux2X1  ins_19 (.in0(a[19]),.in1(a[20]),.sel(shamt[0]),.out(temp1[19]));
mux2X1  ins_18 (.in0(a[18]),.in1(a[19]),.sel(shamt[0]),.out(temp1[18]));
mux2X1  ins_17 (.in0(a[17]),.in1(a[18]),.sel(shamt[0]),.out(temp1[17]));
mux2X1  ins_16 (.in0(a[16]),.in1(a[17]),.sel(shamt[0]),.out(temp1[16]));
mux2X1  ins_15 (.in0(a[15]),.in1(a[16]),.sel(shamt[0]),.out(temp1[15]));
mux2X1  ins_14 (.in0(a[14]),.in1(a[15]),.sel(shamt[0]),.out(temp1[14]));
mux2X1  ins_13 (.in0(a[13]),.in1(a[14]),.sel(shamt[0]),.out(temp1[13]));
mux2X1  ins_12 (.in0(a[12]),.in1(a[13]),.sel(shamt[0]),.out(temp1[12]));
mux2X1  ins_11 (.in0(a[11]),.in1(a[12]),.sel(shamt[0]),.out(temp1[11]));
mux2X1  ins_10 (.in0(a[10]),.in1(a[11]),.sel(shamt[0]),.out(temp1[10]));
mux2X1  ins_09 (.in0(a[9]),.in1(a[10]),.sel(shamt[0]),.out(temp1[9]));
mux2X1  ins_08 (.in0(a[8]),.in1(a[9]),.sel(shamt[0]),.out(temp1[8]));
mux2X1  ins_07 (.in0(a[7]),.in1(a[8]),.sel(shamt[0]),.out(temp1[7]));
mux2X1  ins_06 (.in0(a[6]),.in1(a[7]),.sel(shamt[0]),.out(temp1[6]));
mux2X1  ins_05 (.in0(a[5]),.in1(a[6]),.sel(shamt[0]),.out(temp1[5]));
mux2X1  ins_04 (.in0(a[4]),.in1(a[5]),.sel(shamt[0]),.out(temp1[4]));
mux2X1  ins_03 (.in0(a[3]),.in1(a[4]),.sel(shamt[0]),.out(temp1[3]));
mux2X1  ins_02 (.in0(a[2]),.in1(a[3]),.sel(shamt[0]),.out(temp1[2]));
mux2X1  ins_01 (.in0(a[1]),.in1(a[2]),.sel(shamt[0]),.out(temp1[1]));
mux2X1  ins_00 (.in0(a[0]),.in1(a[1]),.sel(shamt[0]),.out(temp1[0]));
mux2X1  ins_63 (.in0(temp1[31]),.in1(1'b0),.sel(shamt[1]),.out(temp2[31]));
mux2X1  ins_62 (.in0(temp1[30]),.in1(1'b0),.sel(shamt[1]),.out(temp2[30]));
mux2X1  ins_61 (.in0(temp1[29]),.in1(temp1[31]),.sel(shamt[1]),.out(temp2[29]));
mux2X1  ins_60 (.in0(temp1[28]),.in1(temp1[30]),.sel(shamt[1]),.out(temp2[28]));
mux2X1  ins_59 (.in0(temp1[27]),.in1(temp1[29]),.sel(shamt[1]),.out(temp2[27]));
mux2X1  ins_58 (.in0(temp1[26]),.in1(temp1[28]),.sel(shamt[1]),.out(temp2[26]));
mux2X1  ins_57 (.in0(temp1[25]),.in1(temp1[27]),.sel(shamt[1]),.out(temp2[25]));
mux2X1  ins_56 (.in0(temp1[24]),.in1(temp1[26]),.sel(shamt[1]),.out(temp2[24])); 
mux2X1  ins_55 (.in0(temp1[23]),.in1(temp1[25]),.sel(shamt[1]),.out(temp2[23]));
mux2X1  ins_54 (.in0(temp1[22]),.in1(temp1[24]),.sel(shamt[1]),.out(temp2[22]));
mux2X1  ins_53 (.in0(temp1[21]),.in1(temp1[23]),.sel(shamt[1]),.out(temp2[21]));
mux2X1  ins_52 (.in0(temp1[20]),.in1(temp1[22]),.sel(shamt[1]),.out(temp2[20]));
mux2X1  ins_51 (.in0(temp1[19]),.in1(temp1[21]),.sel(shamt[1]),.out(temp2[19]));
mux2X1  ins_50 (.in0(temp1[18]),.in1(temp1[20]),.sel(shamt[1]),.out(temp2[18]));
mux2X1  ins_49 (.in0(temp1[17]),.in1(temp1[19]),.sel(shamt[1]),.out(temp2[17]));
mux2X1  ins_48 (.in0(temp1[16]),.in1(temp1[18]),.sel(shamt[1]),.out(temp2[16])); 
mux2X1  ins_47 (.in0(temp1[15]),.in1(temp1[17]),.sel(shamt[1]),.out(temp2[15]));
mux2X1  ins_46 (.in0(temp1[14]),.in1(temp1[16]),.sel(shamt[1]),.out(temp2[14]));
mux2X1  ins_45 (.in0(temp1[13]),.in1(temp1[15]),.sel(shamt[1]),.out(temp2[13]));
mux2X1  ins_44 (.in0(temp1[12]),.in1(temp1[14]),.sel(shamt[1]),.out(temp2[12]));
mux2X1  ins_43 (.in0(temp1[11]),.in1(temp1[13]),.sel(shamt[1]),.out(temp2[11]));
mux2X1  ins_42 (.in0(temp1[10]),.in1(temp1[12]),.sel(shamt[1]),.out(temp2[10]));
mux2X1  ins_41 (.in0(temp1[9]),.in1(temp1[11]),.sel(shamt[1]),.out(temp2[9]));
mux2X1  ins_40 (.in0(temp1[8]),.in1(temp1[10]),.sel(shamt[1]),.out(temp2[8])); 
mux2X1  ins_39 (.in0(temp1[7]),.in1(temp1[9]),.sel(shamt[1]),.out(temp2[7]));
mux2X1  ins_38 (.in0(temp1[6]),.in1(temp1[8]),.sel(shamt[1]),.out(temp2[6]));
mux2X1  ins_37 (.in0(temp1[5]),.in1(temp1[7]),.sel(shamt[1]),.out(temp2[5]));
mux2X1  ins_36 (.in0(temp1[4]),.in1(temp1[6]),.sel(shamt[1]),.out(temp2[4]));
mux2X1  ins_35 (.in0(temp1[3]),.in1(temp1[5]),.sel(shamt[1]),.out(temp2[3]));
mux2X1  ins_34 (.in0(temp1[2]),.in1(temp1[4]),.sel(shamt[1]),.out(temp2[2]));
mux2X1  ins_33 (.in0(temp1[1]),.in1(temp1[3]),.sel(shamt[1]),.out(temp2[1]));
mux2X1  ins_32 (.in0(temp1[0]),.in1(temp1[2]),.sel(shamt[1]),.out(temp2[0])); 
mux2X1  ins_95 (.in0(temp2[31]),.in1(1'b0),.sel(shamt[2]),.out(temp3[31]));
mux2X1  ins_94 (.in0(temp2[30]),.in1(1'b0),.sel(shamt[2]),.out(temp3[30]));
mux2X1  ins_93 (.in0(temp2[29]),.in1(1'b0),.sel(shamt[2]),.out(temp3[29]));
mux2X1  ins_92 (.in0(temp2[28]),.in1(1'b0),.sel(shamt[2]),.out(temp3[28]));
mux2X1  ins_91 (.in0(temp2[27]),.in1(temp2[31]),.sel(shamt[2]),.out(temp3[27]));
mux2X1  ins_90 (.in0(temp2[26]),.in1(temp2[30]),.sel(shamt[2]),.out(temp3[26]));
mux2X1  ins_89 (.in0(temp2[25]),.in1(temp2[29]),.sel(shamt[2]),.out(temp3[25]));
mux2X1  ins_88 (.in0(temp2[24]),.in1(temp2[28]),.sel(shamt[2]),.out(temp3[24]));
mux2X1  ins_87 (.in0(temp2[23]),.in1(temp2[27]),.sel(shamt[2]),.out(temp3[23]));
mux2X1  ins_86 (.in0(temp2[22]),.in1(temp2[26]),.sel(shamt[2]),.out(temp3[22]));
mux2X1  ins_85 (.in0(temp2[21]),.in1(temp2[25]),.sel(shamt[2]),.out(temp3[21]));
mux2X1  ins_84 (.in0(temp2[20]),.in1(temp2[24]),.sel(shamt[2]),.out(temp3[20]));
mux2X1  ins_83 (.in0(temp2[19]),.in1(temp2[23]),.sel(shamt[2]),.out(temp3[19]));
mux2X1  ins_82 (.in0(temp2[18]),.in1(temp2[22]),.sel(shamt[2]),.out(temp3[18]));
mux2X1  ins_81 (.in0(temp2[17]),.in1(temp2[21]),.sel(shamt[2]),.out(temp3[17]));
mux2X1  ins_80 (.in0(temp2[16]),.in1(temp2[20]),.sel(shamt[2]),.out(temp3[16]));
mux2X1  ins_79 (.in0(temp2[15]),.in1(temp2[19]),.sel(shamt[2]),.out(temp3[15]));
mux2X1  ins_78 (.in0(temp2[14]),.in1(temp2[18]),.sel(shamt[2]),.out(temp3[14]));
mux2X1  ins_77 (.in0(temp2[13]),.in1(temp2[17]),.sel(shamt[2]),.out(temp3[13]));
mux2X1  ins_76 (.in0(temp2[12]),.in1(temp2[16]),.sel(shamt[2]),.out(temp3[12]));
mux2X1  ins_75 (.in0(temp2[11]),.in1(temp2[15]),.sel(shamt[2]),.out(temp3[11]));
mux2X1  ins_74 (.in0(temp2[10]),.in1(temp2[14]),.sel(shamt[2]),.out(temp3[10]));
mux2X1  ins_73 (.in0(temp2[9]),.in1(temp2[13]),.sel(shamt[2]),.out(temp3[9]));
mux2X1  ins_72 (.in0(temp2[8]),.in1(temp2[12]),.sel(shamt[2]),.out(temp3[8]));
mux2X1  ins_71 (.in0(temp2[7]),.in1(temp2[11]),.sel(shamt[2]),.out(temp3[7]));
mux2X1  ins_70 (.in0(temp2[6]),.in1(temp2[10]),.sel(shamt[2]),.out(temp3[6]));
mux2X1  ins_69 (.in0(temp2[5]),.in1(temp2[9]),.sel(shamt[2]),.out(temp3[5]));
mux2X1  ins_68 (.in0(temp2[4]),.in1(temp2[8]),.sel(shamt[2]),.out(temp3[4]));
mux2X1  ins_67 (.in0(temp2[3]),.in1(temp2[7]),.sel(shamt[2]),.out(temp3[3]));
mux2X1  ins_66 (.in0(temp2[2]),.in1(temp2[6]),.sel(shamt[2]),.out(temp3[2]));
mux2X1  ins_65 (.in0(temp2[1]),.in1(temp2[5]),.sel(shamt[2]),.out(temp3[1]));
mux2X1  ins_64 (.in0(temp2[0]),.in1(temp2[4]),.sel(shamt[2]),.out(temp3[0]));
mux2X1  ins_159 (.in0(temp3[31]),.in1(1'b0),.sel(shamt[3]),.out(temp4[31]));
mux2X1  ins_158 (.in0(temp3[30]),.in1(1'b0),.sel(shamt[3]),.out(temp4[30]));
mux2X1  ins_157 (.in0(temp3[29]),.in1(1'b0),.sel(shamt[3]),.out(temp4[29]));
mux2X1  ins_156 (.in0(temp3[28]),.in1(1'b0),.sel(shamt[3]),.out(temp4[28]));
mux2X1  ins_155 (.in0(temp3[27]),.in1(1'b0),.sel(shamt[3]),.out(temp4[27]));
mux2X1  ins_154 (.in0(temp3[26]),.in1(1'b0),.sel(shamt[3]),.out(temp4[26]));
mux2X1  ins_153 (.in0(temp3[25]),.in1(1'b0),.sel(shamt[3]),.out(temp4[25]));
mux2X1  ins_152 (.in0(temp3[24]),.in1(1'b0),.sel(shamt[3]),.out(temp4[24]));
mux2X1  ins_151 (.in0(temp3[23]),.in1(temp3[31]),.sel(shamt[3]),.out(temp4[23]));
mux2X1  ins_150 (.in0(temp3[22]),.in1(temp3[30]),.sel(shamt[3]),.out(temp4[22]));
mux2X1  ins_149 (.in0(temp3[21]),.in1(temp3[29]),.sel(shamt[3]),.out(temp4[21]));
mux2X1  ins_148 (.in0(temp3[20]),.in1(temp3[28]),.sel(shamt[3]),.out(temp4[20]));
mux2X1  ins_147 (.in0(temp3[19]),.in1(temp3[27]),.sel(shamt[3]),.out(temp4[19]));
mux2X1  ins_146 (.in0(temp3[18]),.in1(temp3[26]),.sel(shamt[3]),.out(temp4[18]));
mux2X1  ins_145 (.in0(temp3[17]),.in1(temp3[25]),.sel(shamt[3]),.out(temp4[17]));
mux2X1  ins_144 (.in0(temp3[16]),.in1(temp3[24]),.sel(shamt[3]),.out(temp4[16]));
mux2X1  ins_143 (.in0(temp3[15]),.in1(temp3[23]),.sel(shamt[3]),.out(temp4[15]));
mux2X1  ins_142 (.in0(temp3[14]),.in1(temp3[22]),.sel(shamt[3]),.out(temp4[14]));
mux2X1  ins_141 (.in0(temp3[13]),.in1(temp3[21]),.sel(shamt[3]),.out(temp4[13]));
mux2X1  ins_140 (.in0(temp3[12]),.in1(temp3[20]),.sel(shamt[3]),.out(temp4[12]));
mux2X1  ins_139 (.in0(temp3[11]),.in1(temp3[19]),.sel(shamt[3]),.out(temp4[11]));
mux2X1  ins_138 (.in0(temp3[10]),.in1(temp3[18]),.sel(shamt[3]),.out(temp4[10]));
mux2X1  ins_137 (.in0(temp3[9]),.in1(temp3[17]),.sel(shamt[3]),.out(temp4[9]));
mux2X1  ins_136 (.in0(temp3[8]),.in1(temp3[16]),.sel(shamt[3]),.out(temp4[8]));
mux2X1  ins_135 (.in0(temp3[7]),.in1(temp3[15]),.sel(shamt[3]),.out(temp4[7]));
mux2X1  ins_134 (.in0(temp3[6]),.in1(temp3[14]),.sel(shamt[3]),.out(temp4[6]));
mux2X1  ins_133 (.in0(temp3[5]),.in1(temp3[13]),.sel(shamt[3]),.out(temp4[5]));
mux2X1  ins_132 (.in0(temp3[4]),.in1(temp3[12]),.sel(shamt[3]),.out(temp4[4]));
mux2X1  ins_131 (.in0(temp3[3]),.in1(temp3[11]),.sel(shamt[3]),.out(temp4[3]));
mux2X1  ins_130 (.in0(temp3[2]),.in1(temp3[10]),.sel(shamt[3]),.out(temp4[2]));
mux2X1  ins_129 (.in0(temp3[1]),.in1(temp3[9]),.sel(shamt[3]),.out(temp4[1]));
mux2X1  ins_128 (.in0(temp3[0]),.in1(temp3[8]),.sel(shamt[3]),.out(temp4[0]));
mux2X1  ins_127 (.in0(temp4[31]),.in1(1'b0),.sel(shamt[4]),.out(out[31]));
mux2X1  ins_126 (.in0(temp4[30]),.in1(1'b0),.sel(shamt[4]),.out(out[30]));
mux2X1  ins_125 (.in0(temp4[29]),.in1(1'b0),.sel(shamt[4]),.out(out[29]));
mux2X1  ins_124 (.in0(temp4[28]),.in1(1'b0),.sel(shamt[4]),.out(out[28]));
mux2X1  ins_123 (.in0(temp4[27]),.in1(1'b0),.sel(shamt[4]),.out(out[27]));
mux2X1  ins_122 (.in0(temp4[26]),.in1(1'b0),.sel(shamt[4]),.out(out[26]));
mux2X1  ins_121 (.in0(temp4[25]),.in1(1'b0),.sel(shamt[4]),.out(out[25]));
mux2X1  ins_120 (.in0(temp4[24]),.in1(1'b0),.sel(shamt[4]),.out(out[24]));
mux2X1  ins_119 (.in0(temp4[23]),.in1(1'b0),.sel(shamt[4]),.out(out[23]));
mux2X1  ins_118 (.in0(temp4[22]),.in1(1'b0),.sel(shamt[4]),.out(out[22]));
mux2X1  ins_117 (.in0(temp4[21]),.in1(1'b0),.sel(shamt[4]),.out(out[21]));
mux2X1  ins_116 (.in0(temp4[20]),.in1(1'b0),.sel(shamt[4]),.out(out[20]));
mux2X1  ins_115 (.in0(temp4[19]),.in1(1'b0),.sel(shamt[4]),.out(out[19]));
mux2X1  ins_114 (.in0(temp4[18]),.in1(1'b0),.sel(shamt[4]),.out(out[18]));
mux2X1  ins_113 (.in0(temp4[17]),.in1(1'b0),.sel(shamt[4]),.out(out[17]));
mux2X1  ins_112 (.in0(temp4[16]),.in1(1'b0),.sel(shamt[4]),.out(out[16]));
mux2X1  ins_111 (.in0(temp4[15]),.in1(temp4[31]),.sel(shamt[4]),.out(out[15]));
mux2X1  ins_110 (.in0(temp4[14]),.in1(temp4[30]),.sel(shamt[4]),.out(out[14]));
mux2X1  ins_109 (.in0(temp4[13]),.in1(temp4[29]),.sel(shamt[4]),.out(out[13]));
mux2X1  ins_108 (.in0(temp4[12]),.in1(temp4[28]),.sel(shamt[4]),.out(out[12]));
mux2X1  ins_107 (.in0(temp4[11]),.in1(temp4[27]),.sel(shamt[4]),.out(out[11]));
mux2X1  ins_106 (.in0(temp4[10]),.in1(temp4[26]),.sel(shamt[4]),.out(out[10]));
mux2X1  ins_105 (.in0(temp4[9]),.in1(temp4[25]),.sel(shamt[4]),.out(out[9]));
mux2X1  ins_104 (.in0(temp4[8]),.in1(temp4[24]),.sel(shamt[4]),.out(out[8]));
mux2X1  ins_103 (.in0(temp4[7]),.in1(temp4[23]),.sel(shamt[4]),.out(out[7]));
mux2X1  ins_102 (.in0(temp4[6]),.in1(temp4[22]),.sel(shamt[4]),.out(out[6]));
mux2X1  ins_101 (.in0(temp4[5]),.in1(temp4[21]),.sel(shamt[4]),.out(out[5]));
mux2X1  ins_100 (.in0(temp4[4]),.in1(temp4[20]),.sel(shamt[4]),.out(out[4]));
mux2X1  ins_99 (.in0(temp4[3]),.in1(temp4[19]),.sel(shamt[4]),.out(out[3]));
mux2X1  ins_98 (.in0(temp4[2]),.in1(temp4[18]),.sel(shamt[4]),.out(out[2]));
mux2X1  ins_97 (.in0(temp4[1]),.in1(temp4[17]),.sel(shamt[4]),.out(out[1]));
mux2X1  ins_96 (.in0(temp4[0]),.in1(temp4[16]),.sel(shamt[4]),.out(out[0]));
endmodule
module mux2X1( in0,in1,sel,out);
  input in0,in1;
  input sel;
  output out;
  assign out=(sel)?in1:in0;
endmodule
==> flow/run.sh <==
#!/bin/bash
# OpenROAD 26Q1-2900-gdf79404cd8, Yosys 0.63+post, stock flow scripts
make -C /OpenROAD-flow-scripts/flow DESIGN_CONFIG=/design/flow/config.mk WORK_HOME=/design/flow/orfs finish
==> flow/config.mk <==
export PLATFORM = sky130hd
export DESIGN_NAME = barrel_shifter_8bit
export DESIGN_NICKNAME = barrel_shifter_8bit
export VERILOG_FILES = /design/flow/design.v
export SDC_FILE = /design/flow/constraint.sdc
export NUM_CORES = 4
export LEC_CHECK = 1
export CORE_UTILIZATION = 30
==> flow/constraint.sdc <==
current_design barrel_shifter_8bit

set clk_period 2.8
set clk_io_pct 0.2

create_clock -name clk0 -period $clk_period

set non_clock_inputs [all_inputs -no_clocks]
set_input_delay [expr $clk_period * $clk_io_pct] -clock clk0 $non_clock_inputs
set_output_delay [expr $clk_period * $clk_io_pct] -clock clk0 [all_outputs]
==> flow_summary.toml <==
# physical design summary
[outcome]
run_status = "complete, no violations"

[global_routing]
grt_max_degree = 13
grt_pass1_wl_um = 11500
first_global_vias = 2378
antenna_found_initial = 0
grt_overflow = 0
grt_usage_pct = 20.5

[yosys]
synth-warning-count = 0
avgSynthCellArea_um2 = 8.64
netlist_instances = 239
synth_cell_types = 45
ys_cells = 239
synth_chip_area_um2 = 2060
ys_seq_share_pct = 0
netlist_area_um2 = 2060

[power_and_ir_drop]
power.density_nw_per_um2 = 183
p_sw_share_pct = 40.1
cellLeakagePower_nw = 1.72
power.net_switching_mw = 0.276
combPwrFrac_pct = 100.0
vdd_drop_max_mv = 0.0834
p_clk_share_pct = 0
sequentialPowerShare_pct = 0
p_int_mw = 0.413

[worst_hold_path]
whs_path_depth = 6
worstHoldPathType = "in2out"

[run]
tool_warnings = 61
drv_cap = 0

[layout]
seq_cells = 0
synthToLayoutAreaGrowth_pct = 82.1
nClkBuffers = 0
logic_area_um2 = 2010
final_util_pct = 57.9
register_area_um2 = 0
fin_area_um2 = 3760
drive_gt1_share_pct = 60.6
n_fill_cell = 544

[sta]
final.period_utilization_pct = 98.8
fin_setup_tns_ps = 0
setup_viol = 0
hold_violations = 0
max_slew_margin_pct = 78.1
rsz0062_at_grt = "yes"
tightest_slew_ps = 328
setup_slack_ps = 33.2
timing.final.max_slew_violations = 0
fmax_mhz = 361
min_period_ps = 2770

[place]
dpl_cell_area_um2 = 3130
dp_slack_ps = -535
gp_congestion = 0.947
port_buffers = 69
hpwl_um = 5580

[setup_path]
crit_type = "in2out"
crit_path_end_kind = "primary output"
critPathLaunchType = "input pin"
worstPathRequired_ps = 2240
critPathMaxFanout = 3
cp.arrival_ps = 2210

[drt]
vias = 2440
route.detailed.drc = 0
postRouteAntennaNets = 0
post_drt_via_cell_ratio = 5.55
wl_per_cell_um = 16.7
finalWirelength_um = 7340
first_pass_iters = 22
drtIter0Drc = 90
antennaDiodeCount = 0

[die]
dieArea_um2 = 7220
boundaryPins = 96
core_um2 = 6490
die_y_um = 85.0
row_count = 29
dieWidth_um = 85.0
initial_core_util_pct = 31.8
power groups by stage:
| stage | sequential [mW] | combinational (mW) | clock, mW |
|---|---|---|---|
| 6_report | 0 | 0.689 | 0 |
| 5_1_grt | 0 | 0.736 | 0 |
| 4_1_cts | 0 | 0.649 | 0 |
metrics by stage:
step	std cells	hold WS (ps)	power, mW
final	440	1750	0.689
after global routing	440	1790	0.736
after floorplan	239	1350	0.318
after global placement	412	2350	0.567
after detailed placement	412	2340	0.568
after CTS	431	1880	0.649
synthesized netlist by cell type:
library cell	n	area (um2)
a211oi_1	7	52.6
a211o_1	5	43.8
o22ai_1	4	25.0
clkbuf_1	6	22.5
mux4_2	19	428
a22o_1	1	8.76
buf_1	2	7.51
mux2i_1	17	170
nor3b_1	1	7.51
a221o_1	2	20.0
a2111oi_0	1	8.76
buf_12	1	20.0
o21ai_0	3	15.0
o2bb2ai_1	3	26.3
buf_6	1	11.3
or3b_2	1	8.76
and3_1	2	12.5
mux4_1	3	78.8
clkinv_1	1	3.75
a22oi_1	6	45.0
a32o_1	1	10.0
nor2_1	20	75.1
nor3_1	3	15.0
o211ai_1	6	45.0
o221ai_1	2	17.5
o221a_2	1	11.3
nor2b_1	8	50.1
buf_4	34	255
inv_1	4	15.0
mux2_4	1	15.0
a2bb2oi_1	3	26.3
buf_2	7	35.0
nand2_1	18	67.6
o211a_1	1	10.0
mux2_2	23	259
nand2b_1	3	18.8
o31ai_1	2	15.0
or3_1	3	18.8
a21oi_1	5	25.0
nand3_1	2	10.0
a32oi_1	2	17.5
a221oi_2	1	15.0
o22a_1	1	8.76
nand4_1	1	6.26
or2_2	1	6.26
repair_timing:
action	CTS	global route
setup buffers	16	11
cloned	3	0
gates resized	174	38
hold buffers	0	0
setup endpoints to repair	32	17
pin swaps	26	18
logic make-up (layout without fill, tap and decap cells):
logic type	after synthesis	after routing	share of synthesized area (%)
compound gates	57	57	21.6
simple gates	63	63	14.4
buf+inv	56	180	17.9
mux	63	63	46.1
path summary, 6_finish.rpt:
path / slack (ps) / endpoint / startpoint
worst max-delay path: 30 / out[28] / a[31]
worst min-delay path: 1750 / out[1] / a[1]
layout make-up:
class,instances,area share (%)
multi-input combinational,183,53.4
timing repair buffer,175,43.5
tap,77,2.56
inverter,5,0.499
cells in the final DEF, fill, tap and decap left out, types with 7 or more instances in the layout:
cell	instances
nand2_1	17
buf_6	12
mux4_2	22
clkdlybuf4s15_1	7
dlygate4sd2_1	25
mux2_2	8
nor2_1	13
mux2i_1	10
clkdlybuf4s50_1	11
buf_4	84
clkdlybuf4s15_2	8
mux2_4	16
dlymetal6s2s_1	7
buf_2	7
per-layer routing:
metal | GRT usage, % | routed length [um]
met5 | 0 | 0
met4 | 1.23 | 51
met3 | 3.85 | 537
met2 | 33.1 | 3480
met1 | 30.7 | 3270
worst max-delay path, cell delays in order:
cell and delay (ps):
clkdlybuf4s15_2 190, buf_4 140, mux2_4 270, buf_4 130, a22o_1 250, buf_4 140, nor2b_1 120, clkdlybuf4s50_1 400
No activity file was given, so power comes from the tool's default toggle rates.
